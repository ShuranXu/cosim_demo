==> flow/design.v <==
module adder_rv_simple #(
  parameter int W = 32
)(
  input  logic         clk,
  input  logic         rst_n,
  input  logic         in_valid,
  output logic         in_ready,
  input  logic [W-1:0] in_a,
  input  logic [W-1:0] in_b,
  output logic         out_valid,
  input  logic         out_ready,
  output logic [W-1:0] out_sum
);
  logic         out_buf_valid;
  logic [W-1:0] out_buf_data;
  logic         spill_buf_valid;
  logic [W-1:0] spill_buf_data;
  assign out_valid = out_buf_valid;
  assign out_sum   = out_buf_data;
  wire out_buf_ready = !out_buf_valid || out_ready;
  assign in_ready = !spill_buf_valid;
  always_ff @(posedge clk or negedge rst_n) begin
    if (!rst_n) begin
      out_buf_valid   <= 1'b0;  
      spill_buf_valid <= 1'b0;  
      out_buf_data    <= '0;
      spill_buf_data  <= '0;
    end else begin
      if (out_buf_ready) begin
        if (spill_buf_valid) begin
          out_buf_data    <= spill_buf_data;
          out_buf_valid   <= 1'b1;
          spill_buf_valid <= 1'b0;  
        end else if (in_valid) begin
          out_buf_data  <= in_a + in_b;
          out_buf_valid <= 1'b1;
        end else begin
          if (out_ready)
            out_buf_valid <= 1'b0;
        end
      end
      if (in_valid && !out_buf_ready && !spill_buf_valid) begin
        spill_buf_data  <= in_a + in_b;
        spill_buf_valid <= 1'b1;
      end
    end
  end
endmodule
==> flow/run.sh <==
#!/bin/bash
# OpenROAD 26Q1-2900-gdf79404cd8, Yosys 0.63+post, stock flow scripts
make -C /OpenROAD-flow-scripts/flow DESIGN_CONFIG=/design/flow/config.mk WORK_HOME=/design/flow/orfs finish
==> flow/config.mk <==
export PLATFORM = sky130hd
export DESIGN_NAME = adder_rv_simple
export DESIGN_NICKNAME = adder_rv_simple
export VERILOG_FILES = /design/flow/design.v
export SDC_FILE = /design/flow/constraint.sdc
export NUM_CORES = 4
export LEC_CHECK = 1
export CORE_UTILIZATION = 50
==> flow/constraint.sdc <==
current_design adder_rv_simple

set clk_period 5.7
set clk_io_pct 0.2

create_clock -name clk0 -period $clk_period [get_ports {clk}]

set non_clock_inputs [all_inputs -no_clocks]
set_input_delay [expr $clk_period * $clk_io_pct] -clock clk0 $non_clock_inputs
set_output_delay [expr $clk_period * $clk_io_pct] -clock clk0 [all_outputs]
==> impl_metrics.env <==
# physical design summary
export IMPL_status="complete, no violations"
export IMPL_final_comb_area_um2=2570
export IMPL_fin_skew_ns=0.0128
export IMPL_drc=0
export IMPL_cp_top_family="AND-OR/OR-AND gates"
export IMPL_worstPathRequired_ns=5.92
export IMPL_hold_buffers=0
export IMPL_grt_overflow_total=0
export IMPL_grt_max_degree=63
export IMPL_net_switching_power_mw=0.493
export IMPL_postLayoutCellArea_um2=5660
export IMPL_dr_pass1_iters=5
export IMPL_dieArea_um2=9010
export IMPL_cts_sinks=66
export IMPL_setup_viol=0
export IMPL_die_w_um=94.9
export IMPL_grt_pass1_wl_um=16800
export IMPL_post_cts_setup_buffers=0
export IMPL_warnings=26
export IMPL_insertion_delay_ns=0.34
export IMPL_coreArea_um2=8300
export IMPL_fin_crit_sh_pct=69.4
export IMPL_yosys_warnings=1
export IMPL_grt_antenna_before_repair=0
export IMPL_synthTopCellsByCount="o21ai_0 (67), dfrtp_1 (66), nand2_1 (66)"
export IMPL_combPwrFrac_pct=32.7
export IMPL_cts_resized=0
export IMPL_ys_seq_share_pct=38.2
export IMPL_routabilityCongestion=0.906
export IMPL_io_buffers=101
export IMPL_crit_chain="clkdlybuf4s50_1, ha_1, fa_1, a211oi_1, o21ai_1, nand3_1, a21boi_2, a41oi_2, o311ai_4, a31oi_1, mux2i_1, nand3_1"
export IMPL_path_class="primary input to flip-flop"
export IMPL_p_leak_nw=2.50
export IMPL_nFillCells=682
export IMPL_cp_slowest_cell="fa_1"
export IMPL_synth_cells=502
export IMPL_initCoreUtil_pct=52.0
export IMPL_crit_arrival_ns=4.17
export IMPL_cap_viol_max_count=0
export IMPL_peakVddDrop_mv=0.124
export IMPL_slowest_delay_ns=0.42
export IMPL_top_cell_area_share_pct=38.2
export IMPL_grt_usage_pct=24.4
export IMPL_place_area_um2=5420
export IMPL_synth_flops=66
export IMPL_wirelength_um=9860
export IMPL_yosys_area_top_type="dfrtp_1"
export IMPL_internal_power_mw=1.20
export IMPL_dieHeight_um=94.9
export IMPL_netlist_area_um2=4320
export IMPL_critPathCaptureType="flip-flop"
export IMPL_io_pins=102
export IMPL_area_leaders="dfrtp_1 (38%), ha_1 (9.0%), o21ai_0 (7.8%), a21oi_1 (6.4%), nand2_1 (5.7%)"
export IMPL_top_cell="o21ai_0"
export IMPL_min_period_ns=3.96
export IMPL_slew_headroom_pct=57.0
export IMPL_diodes=0
export IMPL_pwr_share_clk_pct=27.8
export IMPL_num_rows=33
export IMPL_cts_buffers=9
export IMPL_start_kind="primary input"
export IMPL_area_growth_pct=31.1
export IMPL_ant_nets=0
export IMPL_via_per_inst=5.59
export IMPL_cts_reportedPaths_clkPinSlew_ns=0.07
export IMPL_synth_distinct_cells=49
export IMPL_cp_buffers_inverters=1
export IMPL_drive_gt1_share_pct=5.84
export IMPL_grt_pass1_vias=3533
export IMPL_cpMostUsedCell="nand3_1"
export IMPL_cts_tree="built"
export IMPL_dp_hpwl_um=7410
export IMPL_cts_root_buf="clkbuf_8"
export IMPL_synth_async_reset_ratio_pct=100
export IMPL_rsz0062_at_grt="no"
export IMPL_crit_fanout=4
export IMPL_routedWlPerCell_um=14.0
export IMPL_vias=3934
export IMPL_p_seq_share_pct=39.5
export IMPL_synth_edff_count=0
export IMPL_finalHoldViolCount=0
export IMPL_power_density_nw_per_um2=298
export IMPL_drt_iter0_markers=179
export IMPL_tightest_slew_ns=0.645
export IMPL_flop_cell="dfrtp_1"
export IMPL_switching_share_pct=29.2
export IMPL_postSynthAreaPerCell_um2=8.60
export IMPL_final_max_slew_viol_count=0
export IMPL_ctsLongestPathBuffers=2
export IMPL_finalSetupTns_ns=0
export IMPL_clock_fmax_mhz=253
export IMPL_hold_path_class="flip-flop to flip-flop"
export IMPL_regArea_um2=1650
export IMPL_ys_area_um2=4320
export IMPL_ys_cells=502
export IMPL_htreeDepth=3
-- worst register-to-register path, cell delays in order (launching register included) --
cell	delay [ns]
dfrtp_1	0.32
buf_4	0.48
inv_1	0.31
nand3_2	0.11
buf_4	0.46
mux2_2	0.42
-- metrics by stage --
| step | hold slack (ns) | worst slack [ns] | power, mW | util, % | instances |
|---|---|---|---|---|---|
| 6_report | 0.474 | 1.74 | 1.69 | 68.2 | 704 |
| 5_1_grt | 0.490 | 1.57 | 1.81 | 68.2 | 704 |
| 4_1_cts | 0.478 | 1.80 | 1.70 | 68.2 | 704 |
| 3_5_place_dp | 0.463 | 1.47 | 1.23 | 65.3 | 689 |
| 3_3_place_gp | 0.454 | 1.51 | 1.21 | 65.3 | 689 |
| 2_1_floorplan | 0.425 | 2.15 | 0.953 | - | 502 |
-- sequential cells by signal, summed over array words and instances (netlist names) --
register,count
out_buf_valid,1
spill_buf_valid,1
out_buf_data,32
spill_buf_data,32
-- worst paths after layout --
path	slack [ns]	from	to	cells past startpoint
worst min-delay path	0.47	spill_buf_data[10]$_DFFE_PN0P_	spill_buf_data[10]$_DFFE_PN0P_	2
worst min register to register	0.47	spill_buf_data[10]$_DFFE_PN0P_	spill_buf_data[10]$_DFFE_PN0P_	2
worst max-delay path	1.74	in_a[0]	out_buf_data[26]$_DFFE_PN0P_	12
worst max register to register	3.50	spill_buf_valid$_DFFE_PN0P_	spill_buf_data[1]$_DFFE_PN0P_	5
max in group asynchronous	3.94	rst_n	out_buf_data[19]$_DFFE_PN0P_	2
min in group asynchronous	0.81	rst_n	out_buf_data[4]$_DFFE_PN0P_	1
-- power groups by stage --
stage	clock [mW]	sequential (mW)	combinational [mW]
CTS	0.475	0.668	0.555
global route	0.501	0.685	0.628
finish	0.469	0.667	0.552
-- kinds of logic after synthesis --
logic type               count (synthesis)  share of synthesized area (%)
AND-OR/OR-AND                          178                           24.8
XOR/XNOR                                30                           6.09
flip-flops                              66                           38.2
multiplexers                             8                           1.91
AND/OR/NAND/NOR                        158                           16.9
buffers and inverters                   30                           2.61
adder cells (fa/ha/maj)                 32                           9.45
-- layout make-up --
type / instances / share of cell area, %
multi-input cells: 406 / 45.4
flip-flops and latches: 66 / 29.2
inverters: 6 / 0.398
clock buffers: 10 / 2.43
repair buffers: 106 / 18.4
well taps: 105 / 2.32
clock inverters: 5 / 1.81
-- metal layers --
| layer | GRT usage (%) | part of all wire [%] |
|---|---|---|
| met1 | 42.6 | 51 |
| met2 | 33.6 | 41 |
| met3 | 3.10 | 5.9 |
| met4 | 4.17 | 1.5 |
| met5 | 0 | 0 |
-- placed cells by master, fill, tap and decap left out, types with 3 or more instances in the layout --
| cell type | netlist | routed |
|---|---|---|
| a21oi_1 | 55 | 55 |
| o21a_1 | 9 | 9 |
| dfrtp_1 | 66 | 66 |
| nand3_1 | 15 | 14 |
| xnor2_1 | 12 | 12 |
| clkdlybuf4s50_1 | 0 | 100 |
| bufinv_16 | 0 | 3 |
| ha_1 | 31 | 31 |
| nand2b_1 | 3 | 3 |
| mux2i_1 | 6 | 6 |
| o21ai_0 | 67 | 67 |
| o21ai_1 | 4 | 3 |
| buf_4 | 0 | 5 |
| o21bai_1 | 3 | 3 |
| a211oi_1 | 3 | 3 |
| nand2_1 | 66 | 66 |
| inv_1 | 6 | 6 |
| nor2_1 | 34 | 34 |
| o31ai_1 | 3 | 3 |
| nor3_1 | 7 | 7 |
| and3_1 | 14 | 14 |
| a21o_1 | 11 | 11 |
| xor2_1 | 18 | 18 |
| a31oi_1 | 5 | 5 |
| clkbuf_8 | 0 | 10 |
| nor2b_1 | 9 | 9 |
Power and IR drop assume default switching activity.
