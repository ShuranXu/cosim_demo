File: flow/config.mk
export PLATFORM = sky130hd
export DESIGN_NAME = dut
export DESIGN_NICKNAME = dut
export VERILOG_FILES = /design/flow/design.v
export SDC_FILE = /design/flow/constraint.sdc
export NUM_CORES = 4
export LEC_CHECK = 1
export CORE_UTILIZATION = 30
File: flow/constraint.sdc
current_design dut

set clk_period 1.5
set clk_io_pct 0.2

create_clock -name clk0 -period $clk_period [get_ports {clk}]

set non_clock_inputs [all_inputs -no_clocks]
set_input_delay [expr $clk_period * $clk_io_pct] -clock clk0 $non_clock_inputs
set_output_delay [expr $clk_period * $clk_io_pct] -clock clk0 [all_outputs]
File: flow/design.v
`timescale 1ns/1ps
module dut #(
    parameter int DATAW = 16
)(
    input  wire                 clk,
    input  wire                 rst_n,
    input  wire                 in_valid,
    output wire                 in_ready,
    input  wire signed [DATAW-1:0] in_data,
    output reg                  out_valid,
    input  wire                 out_ready,
    output reg signed [2*DATAW-1:0] out_data
);
    assign in_ready = rst_n;
    always @(posedge clk or negedge rst_n) begin
        if (!rst_n) begin
            out_valid <= 1'b0;
            out_data  <= '0;
        end else begin
            if (in_valid && in_ready) begin
                out_data  <= in_data * in_data;  
                out_valid <= 1'b1;
            end else if (out_valid && out_ready) begin
                out_valid <= 1'b0;
            end
        end
    end
endmodule
File: flow/run.sh
#!/bin/bash
# OpenROAD 26Q1-2900-gdf79404cd8, Yosys 0.63+post, stock flow scripts
make -C /OpenROAD-flow-scripts/flow DESIGN_CONFIG=/design/flow/config.mk WORK_HOME=/design/flow/orfs finish
==> impl_metrics.env <==
# source this file to load flow results
export IMPL_outcome="finished with violations"
export IMPL_violations="setup timing"
export IMPL_wl_um=24900
export IMPL_hp_class="in2async"
export IMPL_final_util_pct=45.8
export IMPL_regToRegSetupSlack_ns=0.61
export IMPL_drt_iter0_markers=217
export IMPL_fin_crit_sh_pct=361
export IMPL_io_buffers=52
export IMPL_synth_distinct_cells=57
export IMPL_ys_cells=1117
export IMPL_vias=8202
export IMPL_logic_area_um2=9600
export IMPL_async_flop_share_pct=100
export IMPL_max_freq_mhz=185
export IMPL_edf_count=0
export IMPL_area_growth_pct=50.3
export IMPL_r2r_end="out_data[28]$_DFFE_PN0P_"
export IMPL_register_area_um2=801
export IMPL_setup_ws_ns=-3.91
export IMPL_initCoreUtil_pct=30.5
export IMPL_routed_via_density=4.42
export IMPL_chip_area_um2=34900
export IMPL_num_antenna_cells=0
export IMPL_finClkSkew_ns=0
export IMPL_crit_type="in2reg"
export IMPL_track_usage_pct=16.1
export IMPL_tns_ns=-94.85
export IMPL_grt_overflow=0
export IMPL_syn_area_per_cell_um2=9.18
export IMPL_warnings=31
export IMPL_cts_sink_count=32
export IMPL_rows=67
export IMPL_endpoint="out_data[28]$_DFFE_PN0P_"
export IMPL_ff_type="dfrtp_1"
export IMPL_synth_seq_share_pct=7.81
export IMPL_firstDrtPassIters=4
export IMPL_yosysTopAreaCell="fa_1"
export IMPL_drcViolationCount=0
export IMPL_antenna_found_initial=0
export IMPL_grt_max_degree=33
export IMPL_reg2reg_depth=2
export IMPL_yosysWarnings=1
export IMPL_grt_pass1_wl_um=43500
export IMPL_drive_gt1_share_pct=40.4
export IMPL_cp_startpoint="in_data[3]"
export IMPL_dp_hpwl_um=20400
export IMPL_core_area_um2=33600
export IMPL_cts_buffer_depth=2
export IMPL_setup_viol=29
export IMPL_synthCells=1117
export IMPL_crit_arrival_ns=5.63
export IMPL_synthTopCellsByArea="fa_1, inv_1, ha_1, dfrtp_1, nand2_1"
export IMPL_start_kind="input port"
export IMPL_syn_area_um2=10300
export IMPL_wl_per_cell_um=13.4
export IMPL_instances_no_fill=1857
export IMPL_htreeDepth=2
export IMPL_grt_setup_unrepaired="yes"
export IMPL_numSynthFlops=32
export IMPL_fp_dieW_um=187
export IMPL_cts_tree="yes"
export IMPL_insertion_delay_ns=0.28
export IMPL_pre_cts_slack_ns=-4.79
export IMPL_cts_buffers_inserted=5
export IMPL_gp_congestion=0.891
export IMPL_yosys_stat_area_um2=10300
export IMPL_hold_viol_final=0
export IMPL_die_h_um=187
export IMPL_cp_max_fo=7
export IMPL_io_pins=54
export IMPL_clockRootBuffer="clkbuf_16"
export IMPL_dp_cells=1781
export IMPL_drtAntennaViolNets=0
export IMPL_maxSlewViolCount=0
export IMPL_yosysTopAreaCellShare_pct=45.5
export IMPL_grt_pass1_vias=9201
export IMPL_period_needed_ns=5.41
export IMPL_worst_setup_path_end_kind="flop"
export IMPL_num_fill_cells=2925
export IMPL_critPathRequiredTime_ns=1.72
export IMPL_r2r_start="out_data[28]$_DFFE_PN0P_"
export IMPL_holdBufCountCts=0
export IMPL_maxCapViolCount=0
export IMPL_cts_clk_slew_worst_paths_ns=0.05
-- worst min-delay path by stage --
stage,startpoint,end,cells past startpoint
after CTS,rst_n,out_data[8]$_DFFE_PN0P_,2
after global routing,rst_n,out_data[4]$_DFFE_PN0P_,2
final,rst_n,out_data[8]$_DFFE_PN0P_,2
-- cell families after synthesis --
family	after synthesis	synth area share (%)
DFF	32	7.81
muxes	6	0.622
and+or+nand+nor	231	10.5
xor gates and xnor gates	37	3.16
AOI/OAI and AO/OA	120	8.01
buffers and inverters	368	13.5
adders and majority gates	322	56.4
other	1	0.0366
-- synth_stat cells (7+ instances only) --
master,number
a21o_1,14
a21oi_1,22
and2_1,45
and3_1,8
clkbuf_1,33
dfrtp_1,32
fa_1,233
ha_1,89
inv_1,332
nand2_1,112
nand3_1,8
nor2_1,32
nor3_1,8
o21a_1,10
o21ai_0,17
o21ai_1,11
o31ai_1,7
xnor2_1,25
xor2_1,12
-- final cells by class --
class / instances / area share (%)
Multi-Input combinational cell: 717 / 62.3
Clock buffer: 5 / 0.812
Timing Repair Buffer: 320 / 19.6
Sequential cell: 32 / 5.20
Tap cell: 448 / 3.64
Inverter: 332 / 8.19
Clock inverter: 3 / 0.276
-- registers in the layout, indices dropped and copies added (netlist names) --
signal,count
out_data,31
out_valid,1
-- critical path, cell delays in order --
cell	delay, ns
buf_8	0.10
buf_8	0.13
buf_6	0.12
nand2_4	0.06
inv_2	0.04
fa_1	0.54
inv_2	0.04
fa_1	0.52
fa_1	0.45
fa_1	0.52
inv_2	0.04
fa_1	0.50
fa_1	0.54
ha_4	0.31
buf_6	0.10
o21ai_4	0.06
a21oi_2	0.17
o22ai_4	0.12
nor3_4	0.27
nor3_2	0.09
or4_1	0.51
nand3_1	0.08
-- placed cells by master, fill, tap and decap left out, drive strengths merged, types with 5 or more instances in the layout --
master,count
inv,330
buf,283
fa,233
nand2,112
ha,89
and2,45
clkdlybuf4s50,34
nor2,33
dfrtp,32
o21ai,29
xnor2,25
a21oi,22
a21o,14
xor2,12
o21a,10
nor3,9
nand3,8
and3,8
o31ai,7
clkbuf,6
nand2b,6
o311ai,5
a211oi,5
-- metrics by stage --
stage                     area (um^2)  hold slack [ns]
after global routing            15400            0.230
after detailed placement        13300            0.469
after CTS                       14900            0.201
after global placement          13300            0.466
final                           15400            0.155
after floorplan                 11000          0.00441
-- metal layers --
layer	global-route usage (%)	vias to the layer above	wire length, um
met2	28.1	149	12800
met5	0	-	0
met4	1.17	0	195
met1	21.4	4139	10500
li1	-	3900	-
met3	4.41	14	1490
-- what timing repair did --
action	in CTS	in global routing
buffers inserted	58	17
pin swaps	159	95
setup endpoints to repair	30	30
cloned	3	0
gates resized	303	99
